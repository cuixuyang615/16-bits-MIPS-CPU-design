==> flow/run.sh <==
#!/bin/bash
# OpenROAD 26Q1-2900-gdf79404cd8, Yosys 0.63+post, stock flow scripts
make -C /OpenROAD-flow-scripts/flow DESIGN_CONFIG=/design/flow/config.mk WORK_HOME=/design/flow/orfs finish
==> flow/config.mk <==
export PLATFORM = sky130hd
export DESIGN_NAME = MIPS
export DESIGN_NICKNAME = MIPS
export VERILOG_FILES = /design/flow/design.v
export SDC_FILE = /design/flow/constraint.sdc
export NUM_CORES = 4
export LEC_CHECK = 1
export CORE_UTILIZATION = 50
==> flow/constraint.sdc <==
current_design MIPS

set clk_period 9.1
set clk_io_pct 0.2

create_clock -name clk0 -period $clk_period [get_ports {clk}]

set non_clock_inputs [all_inputs -no_clocks]
set_input_delay [expr $clk_period * $clk_io_pct] -clock clk0 $non_clock_inputs
set_output_delay [expr $clk_period * $clk_io_pct] -clock clk0 [all_outputs]
==> flow/design.v <==
module MIPS(
	input clk,
	input rst_n,
	input cpu_en,
	input [7:0] data_read,
	input ram_send,
	input ram_receive,
	output reg cpu_send,
	output reg cpu_receive,
	output reg cpu_ready,
	output reg [15:0] data_addr,
	output reg [7:0] data_store,
	output reg [1:0] mem_ctrl, 
	output reg done
	);
	reg [15:0] R [7:0]; 
	reg [15:0] PC,IR;
	reg [3:0] OP;
	reg [2:0] funct; 
	reg [2:0] state,next_state;
	parameter IDLE = 3'b000,
				 IF = 3'b001,
				 ID = 3'b010,
				 EX = 3'b011,
				 MEM = 3'b100,
				 WB = 3'b101;
	always@(posedge clk)
	begin
		if(~(rst_n&cpu_en))
		begin
			state <= IDLE;
		end
		else
		begin
			case(next_state)
				IDLE:state <= IDLE;
				IF:state <= IF;
				ID:state <= ID;
				EX:state <= EX;
				MEM:state <= MEM;
				WB:state <= WB;
				default:state <= state;
			endcase
		end
	end
	reg [15:0] rs,rt;
	reg [5:0] im;
	reg [11:0] addr;
	reg [15:0] temp;
	reg [1:0] read_cnt;
	reg [1:0] write_cnt;
	reg delay_cnt;
	reg delay_en;
	always@(posedge clk) 
	begin
		if(~(rst_n&cpu_en))
		begin
			cpu_ready <= 1'b0;
			delay_cnt <= 1'b0;
		end
		else if(delay_en)
		begin
			if(delay_cnt)
				cpu_ready <= 1'b0; 
			else
			begin
				cpu_ready <= 1'b1;
				delay_cnt <= 1'b1;
			end
		end
		else
		begin
			cpu_ready <= 1'b0;
			delay_cnt <= 1'b0;
		end
	end
	wire [15:0]PC_1;
	assign PC_1 = PC + 16'd2;
	always@(posedge clk)
	begin
		if(~(rst_n&cpu_en))
		begin
			{R[0],R[1],R[2],R[3],R[4],R[5],R[6],R[7]} <= 128'd0;
			{PC,IR} <= 32'd0;
			{rs,rt} <= 32'd0;
			im <= 6'd0;
			addr <= 12'd0;
			temp <= 16'd0;
			{cpu_receive,cpu_send} <= 2'b00;
			next_state <= IDLE;
			data_addr <= 16'd0;
			data_store <= 8'd0;
			OP <= 4'd0;
			IR <= 16'd0;
			funct <= 3'd0;
			done <= 1'b0;
			mem_ctrl <= 2'd0; 
			read_cnt <= 2'd0;
			write_cnt <= 2'd0;
		end
		else
		begin
			case(state)
				IDLE:
				begin
					done <= 1'b0;
					next_state <= IF;
					read_cnt <= 2'd0;
					write_cnt <= 2'd0;
					{cpu_receive,cpu_send} <= 2'b00;
					mem_ctrl <= 2'b00; 
				end
				IF:
				begin
					mem_ctrl <= 2'b10; 
					{cpu_receive,cpu_send} <= 2'b00; 
					if(read_cnt == 2'd0)
					begin
						data_addr <= PC;
						delay_en <= 1'b1;
						if(cpu_receive && ram_send) 
						begin
							cpu_receive <= 1'b0;
							delay_en <= 1'b0;
							read_cnt <= 2'd1;
						end
						else if(ram_send) 
						begin
							IR[15:8] <= data_read;
							if(IR[15:8] == data_read)
								cpu_receive <= 1'b1;
							else
								cpu_receive <= 1'b0;
						end
						else
						begin
							IR[15:8] <= IR[15:8];
							read_cnt <= 2'd0;
						end
					end
					else if(read_cnt == 2'd1)
					begin
						data_addr <= PC + 16'd1;
						delay_en <= 1'b1;
						if(cpu_receive && ram_send) 
						begin
							cpu_receive <= 1'b0;
							delay_en <= 1'b0;
							read_cnt <= 2'd2;
						end
						else if(ram_send) 
						begin
							IR[7:0] <= data_read;
							if(IR[7:0] == data_read)
								cpu_receive <= 1'b1;
							else
								cpu_receive <= 1'b0;
						end
						else
						begin
							IR[7:0] <= IR[7:0];
							read_cnt <= 2'd1;
						end
					end
					else if(read_cnt == 2'd2)
					begin
						next_state <= ID;
						PC <= PC + 16'd2;
						read_cnt <= 2'd0;
						mem_ctrl <= 2'b00; 
						{cpu_receive,cpu_send} <= 2'b00;
					end
					else
					begin
						next_state <= IF;
						PC <= PC;
					end
				end
				ID:
				begin
					OP <= IR[15:12];
					case(IR[11:9])
						3'd0:rs <= R[0];
						3'd1:rs <= R[1];
						3'd2:rs <= R[2];
						3'd3:rs <= R[3];
						3'd4:rs <= R[4];
						3'd5:rs <= R[5];
						3'd6:rs <= R[6];
						3'd7:rs <= R[7];
						default:rs <= 16'd0;
					endcase
					case(IR[8:6])
						3'd0:rt <= R[0];
						3'd1:rt <= R[1];
						3'd2:rt <= R[2];
						3'd3:rt <= R[3];
						3'd4:rt <= R[4];
						3'd5:rt <= R[5];
						3'd6:rt <= R[6];
						3'd7:rt <= R[7];
						default:rt <= 16'd0;
					endcase
					funct <= IR[2:0];
					im <= IR[5:0];
					addr <= IR[11:0];
					next_state <= EX;
				end
				EX:
				begin
					if(OP == 4'b0000) 
					begin
						case(funct)
							3'b000,3'b001:temp <= rs + rt; 
							3'b010,3'b011:temp <= rs - rt; 
							3'b100:temp <= (rs < rt) ? 16'd1:16'd0; 
							3'b101:temp <= rs & rt; 
							3'b110:temp <= rs | rt; 
							3'b111:PC <= rs; 
							default:temp <= 16'd0;
						endcase
					end
					else if(OP[3]) 
					begin
						case(OP)
							4'b1000:temp <= rs + {10'd0,im}; 
							4'b1001:temp <= rs - {10'd0,im}; 
							4'b1010:temp <= rs & {10'd0,im}; 
							4'b1011:temp <= rs | {10'd0,im}; 
							4'b1110:PC <= (rs==rt) ? (PC+16'd2+im<<1):PC; 
							4'b1111:PC <= (rs!=rt) ? (PC+16'd2+im<<1):PC; 
							default:temp <= 16'd0;
						endcase
					end
					else if(OP[2]) 
					begin
						if(OP == 4'b0100) 
							PC <= {PC_1[15:12],addr};
						else if(OP == 4'b0101) 
						begin
							R[7] <= PC;
							PC <= {PC_1[15:12],addr};
						end
					end
					else
						next_state <= IDLE;
					next_state <= MEM;
					read_cnt <= 2'd0;
					write_cnt <= 2'd0;
					data_addr <= 16'd0;
				end
				MEM:
				begin
					case(OP)
						4'b1100: 
							begin
								mem_ctrl <= 2'b10; 
								{cpu_receive,cpu_send} <= 2'b00; 
								if(read_cnt == 2'd0)
								begin
									data_addr <= rs + {10'd0,im};
									delay_en <= 1'b1;
									if(cpu_receive && ram_send) 
									begin
										cpu_receive <= 1'b0;
										delay_en <= 1'b0;
										read_cnt <= 2'd1;
									end
									else if(ram_send) 
									begin
										temp[15:8] <= data_read;
										if(temp[15:8] == data_read)
											cpu_receive <= 1'b1;
										else
											cpu_receive <= 1'b0;
									end
									else
									begin
										temp[15:8] <= temp[15:8];
										read_cnt <= 2'd0;
									end
								end
								else if(read_cnt == 2'd1)
								begin
									data_addr <= rs + {10'd0,im} + 16'd1;
									delay_en <= 1'b1;
									if(cpu_receive && ram_send) 
									begin
										cpu_receive <= 1'b0;
										delay_en <= 1'b0;
										read_cnt <= 2'd2;
									end
									else if(ram_send) 
									begin
										temp[7:0] <= data_read;
										if(temp[7:0] == data_read)
											cpu_receive <= 1'b1;
										else
											cpu_receive <= 1'b0;
									end
									else
									begin
										temp[7:0] <= temp[7:0];
										read_cnt <= 2'd1;
									end
								end
								else if(read_cnt == 2'd2)
								begin
									next_state <= WB;
									read_cnt = 2'd0;
									mem_ctrl <= 2'b00; 
									{cpu_receive,cpu_send} <= 2'b00;
								end
								else
								begin
									next_state <= MEM;
									temp <= temp;
								end
							end
						4'b1101: 
							begin
								mem_ctrl <= 2'b01; 
								{cpu_receive,cpu_send} <= 2'b00; 
								if(write_cnt == 2'd0)
								begin
									data_addr <= rs + {10'd0,im};
									data_store <= rt[15:8];
									if(cpu_send && ram_receive)
									begin
										cpu_send <= 1'b0;
										write_cnt <= 2'd1;
									end
									else if(data_store == rt[15:8])
										cpu_send <= 1'b1;
									else
									begin
										cpu_send <= 1'b0;
										write_cnt <= 2'd0;
									end
								end
								else if(write_cnt == 2'd1)
								begin
									data_addr <= rs + {10'd0,im} + 16'd1;
									data_store <= rt[7:0];
									if(cpu_send && ram_receive)
									begin
										cpu_send <= 1'b0;
										write_cnt <= 2'd2;
									end
									else if(data_store == rt[7:0])
										cpu_send <= 1'b1;
									else
									begin
										cpu_send <= 1'b0;
										write_cnt <= 2'd1;
									end
								end
								else if(write_cnt == 2'd2)
								begin
									next_state <= WB;
									write_cnt <= 2'd0;
									mem_ctrl <= 2'b00; 
									{cpu_receive,cpu_send} <= 2'b00;
								end
								else
								begin
									next_state <= MEM;
									write_cnt <= write_cnt;
								end
							end
						default:
							begin
								mem_ctrl <= 2'b00; 
								temp <= temp;
								data_store <= 8'd0;
								data_addr <= 8'd0;
								next_state <= WB;
							end
					endcase
				end
				WB:
				begin
					if(OP == 4'b0000) 
					begin
						case(IR[5:3])
							3'd0:R[0] <= temp;
							3'd1:R[1] <= temp;
							3'd2:R[2] <= temp;
							3'd3:R[3] <= temp;
							3'd4:R[4] <= temp;
							3'd5:R[5] <= temp;
							3'd6:R[6] <= temp;
							3'd7:R[7] <= temp;
						endcase
					end
					else if(OP[3]) 
					begin
						if((OP[3:2] == 2'b10) | (OP == 4'b1100)) 
						begin
							case(IR[8:6])
								3'd0:R[0] <= temp;
								3'd1:R[1] <= temp;
								3'd2:R[2] <= temp;
								3'd3:R[3] <= temp;
								3'd4:R[4] <= temp;
								3'd5:R[5] <= temp;
								3'd6:R[6] <= temp;
								3'd7:R[7] <= temp;
							endcase
						end
					end
					else 
						{R[0],R[1],R[2],R[3],R[4],R[5],R[6],R[7]} <= {R[0],R[1],R[2],R[3],R[4],R[5],R[6],R[7]};
					done <= 1'b1;
					next_state <= IDLE;
				end
			endcase
		end
	end
endmodule
==> GITHUB_STEP_SUMMARY <==
## Implementation flow summary

| Metric | Value |
|---|---|
| Run status | complete, no violations |
| H-tree levels | 1 |
| Hold_buf cts | 0 |
| CTS buffer count | 31 |
| Core ar. | 0.03591 mm² |
| Vias in the first global route | 16.30k |
| Reg2reg end | temp[7] |
| Final GP Congestion | around 1 |
| Max-cap check violation count | 0 |
| Total track usage | 0.3910 |
| Rel. slew slack | 0.2151 |
| FF+latch count, synth | between 200 and 300 |
| Initial antenna violation count | 5 |
| Maximum vdd drop | roughly 0.00014 V |
| Clk_skew | 0.01846 ns |
| Async S/R FF share, synth | 0 |
| Top cells excl fill/tap | nor2_1, dfxtp_1, mux2i_1 |
| Worst Setup Start Kind | input pin |
| Reg-to-reg startpoint | rs[3] |
| P&R area growth vs syn | 9.179% |
| Setup TNS | 0 ns |
| Slew Viols, Final | 0 |
| Fin crit period | roughly 4.4 ns |
| Layout Utilization | 0.5602 |
| DP Cell Count | 2635 |
| Share of cells above drive strength 1 | 0.08158 |
| TritonCTS clock tree | built |
| OpenROAD warnings | 69 |
| Sink Count | 274 |
| Final Cycle Share | 0.4793 |
| Clk slew on worst S/H paths | 0.06 ns |
| # Post-CTS Setup Buffers | 0 |
| Post-route DRC | 0 |
| Worst setup path category | in -> reg |
| DR vias | around 18k |
| Max Root-Sink Buffers | 3 |
| Later-pin clock latency in the skew report | 0.59 ns |
| Worst r2r path cells | 11 |
| Dominant cell type by area after synthesis | dfxtp_1 |
| Total power | 2.541 mW |
| Dominant logic cell type in the layout | nor2_1 |
| Synth Cell Area | 0.01843 mm² |
| Top FF cell, synth | dfxtp_1 |
| Fin. Hold Viols | 0 |
| Yosys cell count | 2267 |
| Port bufs | ~42 |
| Slew @ Worst Pin | ~1.1 ns |
| Placed inst area | 0.01910 mm² |
| Hold Path End | cpu_ready |
| Die X | 194.0 µm |
| Worst Setup SP | rst_n |
| Area share of the largest cell type after synthesis | 0.2966 |
| Detailed Routing Iterations Pass 1 | 8 |
| Worst Path Required | about 9.6 ns |
| CTS-repair resized insts | 0 |
| Yosys Chip Area | about 0.018 mm² |
| Hold WC Path Type | reg -> reg |
| DR WL/cell | 26.63 µm |
| Setup crit end kind | register |
| Clock root cell | clkbuf_16 |
| Die height | 194.0 µm |
| Final std cells w/o fill | 2693 |
| Fmax | around 0.23 GHz |
| Hold Path Depth | 1 |
| RSZ-0062 raised after global routing | false |
| Largest net degree at the start of global routing | 71 |
| PwrDens | 126.3 mW/mm² |
| DRT Wirelength | 71710 µm |
| Top Ports | 43 |
| Worst EP arrival | slightly below 5 ns |
| R2R setup slack | 4.78 ns |
| Initial DRC count | ~1.7k |
| Synth area leaders | dfxtp_1, mux2i_1, nor2_1, ha_1, a21oi_1 |
| First-pass GRT wire length | roughly 110000 µm |
| Fin area | 0.02012 mm² |
| Hpwl dp | just over 50000 µm |
| DRT antenna net count | 0 |
| Setup-failing EPs final | 0 |
| Yosys cell types | about 99 |
| Total number of yosys warnings | 2 |
| Drt via density | 6.509 |
| Leak | 7.796 nW |
| Post-synth seq share | 0.2982 |
| Grt ovf | 0 |
| Chip Area | 0.03763 mm² |
| Syn Area/Cell | 8.129 µm² |
| Fp util | 0.5131 |
| EDFF count, synth | 1 |
| Maximum fanout along the worst path | around 68 |
| Row Count | 69 |
| Hold Startpoint | delay_cnt |
| Post-Synthesis Cells | roughly 2.3k |
==> logic make-up after synthesis <==
| group | count (synthesis) | share of synthesized area |
|---|---|---|
| DFF | 274 | 0.2982 |
| muxes | 235 | 0.1412 |
| xor gates and xnor gates | 119 | 0.05771 |
| adders and majority gates | 80 | 0.05635 |
| buffers and inverters | 265 | 0.05689 |
| and+or+nand+nor | 700 | 0.1756 |
| AOI/OAI and AO/OA | 594 | 0.2140 |
==> synth_stat cells (18+ instances only) <==
library cell	instances
nor2_1	305
dfxtp_1	273
mux2i_1	197
a21oi_1	150
nand2_1	147
clkbuf_1	145
o21ai_0	117
ha_1	75
inv_1	71
xnor2_1	61
xor2_1	56
nand3_1	48
nor3_1	47
a211oi_1	39
nand2b_1	35
a221oi_1	34
o221ai_1	28
a31oi_1	26
a21o_1	23
a22oi_1	23
buf_1	22
mux2_2	19
buf_2	18
mux4_2	18
==> worst max-delay path by stage <==
stage     depth (start not counted)  slack (ns)       end
6_report                          7        4.74  temp[12]
5_1_grt                           7        4.58  temp[12]
4_1_cts                           7        4.83  temp[12]
==> state kept, by name, indices dropped and copies added, names as in the netlist <==
register and flops:
delay_en 1, delay_cnt 1, cpu_ready 1, rs 16
mem_ctrl 2, data_store 8, cpu_send 1, rt 16
temp 16, write_cnt 3, done 1, addr 12
read_cnt 3, cpu_receive 1, next_state 6, PC 16
data_addr 16, state 6, IR 16, OP 4
R 128
==> critical path, stage by stage <==
cell and delay, ns:
clkdlybuf4s50_1 0.47, nand2_4 0.60, buf_4 0.73, buf_4 0.70
a2111oi_0 0.14, o221ai_1 0.11, o31ai_1 0.10
==> per-stage QoR <==
stage	hold WS, ns	setup WS, ns
after floorplan	0.3674	5.475
after global placement	0.3734	4.244
after detailed placement	0.3778	4.198
after CTS	0.3865	4.827
after global routing	0.3948	4.582
final	0.3824	4.738
==> power by group <==
part | switching (mW) | internal, mW | leakage, nW
clock | 0.532 | 0.740 | 0.505
combinational | 0.0452 | 0.0181 | 5.08
sequential | 0.00267 | 1.20 | 2.21
==> layout make-up <==
cell class	instances	area (µm²)
diodes	1	2.502
clock buffers	45	899.6
clock inverters	12	120.1
fillers	3300	15790
inverters	74	277.8
multi-input cells	1728	11900
flip-flops and latches	274	5499
well taps	461	576.8
repair buffers	98	840.8
==> layer usage <==
metal  vias up  GRT usage  share of wire
li1       8043          -              -
met4         6     0.1449          0.048
met5         -    0.02427         0.0021
met3       185     0.1410           0.11
met2       858     0.5650           0.43
met1      8438     0.5452           0.41
Power and IR drop assume default switching activity.
